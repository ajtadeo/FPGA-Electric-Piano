==> design/flow/run.sh <==
#!/bin/bash
# OpenROAD 26Q1-2900-gdf79404cd8, Yosys 0.63+post, stock flow scripts
make -C /OpenROAD-flow-scripts/flow DESIGN_CONFIG=/design/flow/config.mk WORK_HOME=/design/flow/orfs finish
==> design/flow/constraint.sdc <==
current_design piano

set clk_period 4.5
set clk_io_pct 0.2

create_clock -name clk0 -period $clk_period [get_ports {clk}]

set non_clock_inputs [all_inputs -no_clocks]
set_input_delay [expr $clk_period * $clk_io_pct] -clock clk0 $non_clock_inputs
set_output_delay [expr $clk_period * $clk_io_pct] -clock clk0 [all_outputs]
==> design/flow/design.v <==
module amplifier(clk_100M, octave, note, AIN, GAIN, NC, ACTIVE);
  input clk_100M;
  input [2:0] octave;
  input [2:0] note;
  output AIN;
  output GAIN;
  output NC;
  output ACTIVE;
  reg [31:0] counter;
  reg [31:0] clk_dv_max;
  reg [31:0] clk_dv_max_base;
  reg speaker;
  always @ (posedge clk_100M) begin
    case (note)
      0: clk_dv_max_base = 32'd4294967295;  
      1: clk_dv_max_base = 32'd3057805;  
      2: clk_dv_max_base = 32'd2724194;  
      3: clk_dv_max_base = 32'd2426982;  
      4: clk_dv_max_base = 32'd2290765;  
      5: clk_dv_max_base = 32'd2040840;  
      6: clk_dv_max_base = 32'd1818182;  
      7: clk_dv_max_base = 32'd1619816;  
    endcase
    clk_dv_max <= clk_dv_max_base >> octave;
    if (counter >= clk_dv_max) begin
      speaker <= ~speaker;
      counter <= 1;
    end else begin
      counter <= counter + 1;
    end
  end
  assign AIN = speaker & (counter[5:0] == 0);
  assign GAIN = 1;  
  assign NC = 0;
  assign ACTIVE = 1;
endmodule
module clocks(clk_100M, clk_250, clk_1M);
  input clk_100M;
  output reg clk_250;
  output reg clk_1M;
  reg [31:0] clk_dv_250;
  reg [31:0] clk_dv_1M;
  always @ (posedge clk_100M) begin
    if (clk_dv_250 >= 32'd400000) begin
      clk_dv_250 = 1;
    end else begin
      clk_dv_250 = clk_dv_250 + 1;
    end
    clk_250 <= (clk_dv_250 == 1);
  end
  always @ (posedge clk_100M) begin
    if (clk_dv_1M >= 32'd100) begin
      clk_dv_1M = 1;
    end else begin
      clk_dv_1M = clk_dv_1M + 1;
    end
    clk_1M <= (clk_dv_1M == 1);
  end
endmodule
module debounced
  (
    clk,
    SW_C, SW_D, SW_E, SW_F, SW_G, SW_A, SW_B,
    RST, PLAYBACK, UP, DOWN,
    note_switches, rst, toggle_pb, inc_octave, dec_octave
  );
  input clk;
  input SW_C;
  input SW_D;
  input SW_E;
  input SW_F;
  input SW_G;
  input SW_A;
  input SW_B;
  input RST;
  input PLAYBACK;
  input UP;
  input DOWN;
  output reg [6:0] note_switches;
  output reg rst;
  output reg toggle_pb;
  output reg inc_octave;
  output reg dec_octave;
  always @ (posedge clk) begin
    note_switches <= {
      SW_C, SW_D, SW_E, SW_F, SW_G, SW_A, SW_B
    };
    rst <= RST;
    toggle_pb <= PLAYBACK;
    inc_octave <= UP;
    dec_octave <= DOWN;
  end
endmodule
module note_display(clk, note, display);
  input clk;
  input [2:0] note;
  output reg [7:0] display;
  always @ (posedge clk) begin
    case (note)        
      3'd1: display <= 8'b11000110;   
      3'd2: display <= 8'b10100001;   
      3'd3: display <= 8'b10000110;   
      3'd4: display <= 8'b10001110;   
      3'd5: display <= 8'b11000010;   
      3'd6: display <= 8'b10001000;   
      3'd7: display <= 8'b10000011;   
      default: display <= 8'b11111111;
    endcase
  end
endmodule
module octave_display(clk, octave, display);
  input clk;
  input [2:0] octave;
  output reg [7:0] display;
  always @ (posedge clk) begin
    case (octave)      
      3'd1: display <= 8'b11111001;
      3'd2: display <= 8'b10100100;
      3'd3: display <= 8'b10110000;
      3'd4: display <= 8'b10011001;
      3'd5: display <= 8'b10010010;
      3'd6: display <= 8'b10000010;
      3'd7: display <= 8'b11111000;
      default: display <= 8'b11111111;
    endcase
  end
endmodule
module piano
  (
    clk,
    SW_C, SW_D, SW_E, SW_F, SW_G, SW_A, SW_B,
    RST, PLAYBACK, UP, DOWN,
    AIN, GAIN, NC, ACTIVE,
    ANODE, CATHODE
  );
  input clk;
  input SW_C;
  input SW_D;
  input SW_E;
  input SW_F;
  input SW_G;
  input SW_A;
  input SW_B;
  input RST;
  input PLAYBACK;
  input UP;
  input DOWN;
  output AIN;
  output GAIN;
  output NC;
  output ACTIVE;
  output reg [3:0] ANODE;
  output reg [7:0] CATHODE;
  wire clk_250;
  wire clk_1M;
  clocks clks(.clk_100M(clk),
    .clk_250(clk_250), .clk_1M(clk_1M)
  );
  wire rst;
  wire [6:0] note_switches;
  wire toggle_pb;
  wire inc_octave;
  wire dec_octave;
  debounced inputs(.clk(clk_250),
    .SW_C(SW_C),
    .SW_D(SW_D),
    .SW_E(SW_E),
    .SW_F(SW_F),
    .SW_G(SW_G),
    .SW_A(SW_A),
    .SW_B(SW_B),
    .RST(RST), .PLAYBACK(PLAYBACK),
    .UP(UP), .DOWN(DOWN),
    .note_switches(note_switches),
    .rst(rst), .toggle_pb(toggle_pb),
    .inc_octave(inc_octave), .dec_octave(dec_octave)
  );
  reg [2:0] octave_sel;
  reg [2:0] octave_played;
  reg [2:0] note_played;
  reg [31:0] clk_dv_rec;
  reg [5:0] buffer [255:0];
  reg [7:0] idx_wr;   
  reg [7:0] idx_pb;   
  reg [31:0] clk_dv_pb;
  reg [6:0] note_switches_prev;
  reg toggle_pb_prev;
  reg inc_octave_prev;
  reg dec_octave_prev;
  reg pb_mode;
  reg [2:0] octave_prev;
  reg [2:0] note_prev;
  integer i;
  always @ (posedge clk_1M) begin
    if (rst) begin
      for (i = 0; i < 256; i = i + 1) begin
        buffer[i] = 6'b0;
      end
      idx_wr <= 8'b0;
      idx_pb <= 8'b0;
      clk_dv_rec <= 32'd1000000;
      clk_dv_pb <= 32'd1;
      octave_sel = 3'd4;
      octave_played = 3'd0;
      note_played = 3'd0;
      octave_prev <= 3'd0;
      note_prev <= 3'd0;
      pb_mode = 1'b0;
    end else begin
      if (octave_sel < 3'd7 && inc_octave && !inc_octave_prev) begin
        octave_sel = octave_sel + 3'd1;
      end
      if (octave_sel > 3'd1 && dec_octave && !dec_octave_prev) begin
        octave_sel = octave_sel - 3'd1;
      end
      if (toggle_pb && !toggle_pb_prev) begin
        idx_pb <= 8'b0;
        clk_dv_pb <= 32'd1;
        pb_mode = !pb_mode;
      end
      if (pb_mode) begin
        if (clk_dv_pb >= 32'd250000) begin
          if (idx_pb >= idx_wr) begin
            pb_mode = 1'b0;
          end
          octave_played = buffer[idx_pb][5:3];
          note_played = buffer[idx_pb][2:0];
          idx_pb <= idx_pb + 8'b1;
          clk_dv_pb <= 1;
        end else begin
          clk_dv_pb <= clk_dv_pb + 1;
        end
      end else if (note_switches != note_switches_prev) begin
        case (note_switches)
          7'b1000000: note_played = 3'd1;
          7'b0100000: note_played = 3'd2;
          7'b0010000: note_played = 3'd3;
          7'b0001000: note_played = 3'd4;
          7'b0000100: note_played = 3'd5;
          7'b0000010: note_played = 3'd6;
          7'b0000001: note_played = 3'd7;
          default: note_played = 3'd0;
        endcase
        if (|note_played) begin
          octave_played = octave_sel;
          buffer[idx_wr] = {octave_played, note_played};
          idx_wr <= idx_wr + 8'b1;
          octave_prev <= octave_played;
          note_prev <= note_played;
          clk_dv_rec <= 32'd1;
        end
      end else begin
        if (clk_dv_rec >= 32'd1000000) begin
          octave_played = 3'd0;
          note_played = 3'd0;
        end else begin
          clk_dv_rec <= clk_dv_rec + 1;
        end
      end
    end
    note_switches_prev <= note_switches;
    toggle_pb_prev <= toggle_pb;
    inc_octave_prev <= inc_octave;
    dec_octave_prev <= dec_octave;
  end
  amplifier amp(.clk_100M(clk), .octave(octave_played), .note(note_played),
    .AIN(AIN), .GAIN(GAIN), .NC(NC), .ACTIVE(ACTIVE)
  );
  wire [7:0] display_note_prev;
  wire [7:0] display_octave_prev;
  wire [7:0] display_octave_curr;
  note_display d_note_p(.clk(clk), .note(note_prev),
    .display(display_note_prev)
  );
  octave_display d_octave_p(.clk(clk), .octave(octave_prev),
    .display(display_octave_prev)
  );
  octave_display d_octave_c(.clk(clk), .octave(octave_sel),
    .display(display_octave_curr)
  );
  reg [1:0] display_select;
  always @ (posedge clk_250) begin
    if (display_select == 0) begin
      ANODE <= 4'b0111;
      CATHODE <= display_note_prev;
    end else if (display_select == 1) begin
      ANODE <= 4'b1011;
      CATHODE <= display_octave_prev;
    end else if (display_select == 2) begin
      ANODE <= 4'b1101;
      CATHODE <= 8'b11111111;
    end else if (display_select == 3) begin
      ANODE <= 4'b1110;
      CATHODE <= display_octave_curr;
    end
    display_select <= (display_select + 1) % 4;
  end
endmodule
==> design/flow/config.mk <==
export PLATFORM = sky130hd
export DESIGN_NAME = piano
export DESIGN_NICKNAME = piano
export VERILOG_FILES = /design/flow/design.v
export SDC_FILE = /design/flow/constraint.sdc
export NUM_CORES = 4
export LEC_CHECK = 1
export CORE_UTILIZATION = 40
==> results.txt <==
The full implementation flow was run.

The transition time at the pin with the least slew margin stands at between 1.5 and 2 ns. Setup repair after global routing left no endpoint under its margin. Among all flip-flop cells after synthesis, the most frequent one is dfxtp_1. In this run the maximum-capacitance check reported violations numbering 3. The number of unconstrained endpoints stands at 1,761.

The clock-pin transition on the worst setup and hold timing paths stands at about 0.060 ns. The remaining global-route overflow stands at 0. The worst register-to-register path depth is 13. The weighted congestion at the end of routability-driven global placement stands at between 1 and 1.5. Counting the warning lines in the Yosys log gives 7. After synthesis, the design contains around 9,400 cells according to Yosys. Global routing used between 60% and 70% of the available tracks across all layers. The initial antenna violation count was about 120.

The count of pins over their slew limit stands at 7. The proportion of total power due to net switching stands at between 20% and 30%. The top-level I/O count stands at 28. In this run the worst setup path begins at amp.counter[0]$_SDFF_PP1_.

The core outline area stands at ~200,000 sq um. The switching component of the power stands at around 600 uW. The clock arrives with 0.00540 ns of skew. Summed over its instances, the top area cell type makes up roughly 45% of the synthesized netlist area. Looking at the power breakdown, combinational cells take less than 1% of the total. For this block, the routed nets add up to between 600,000 and 700,000 um of wire. The number of logged tool warnings stands at just over 70. The number of gates resized after cts stands at 0. The floorplan core density stands at approximately 40%.

Once layout is complete, the utilization of the core stands at approximately 44%. The main area contributors are dfxtp_1 45%, mux2i_1 11%, nor2_1 7.4%, nand3_1 3.6%, o21ai_0 3.3%. The analysis reports a worst IR drop on VDD of around 0.17 mV. Input and output buffers added on the ports amount to 23. The routed design shows a via density per instance of 7.51. Compared with the post-synthesis result, the final layout area differs by 9.11%. The slew check shows that the tightest pin keeps a relative margin of -13.5%. Cell internal power was estimated by the tool at around 2.1 mW. The highest attainable clock frequency stands at ~290 MHz.

The number of hold violations in the final report stands at 0. The largest driver fanout on the critical path stands at 26. The final setup violation count stands at 0. The total setup buffers inserted after CTS stands at 0. Ranked by instance count, the synthesized netlist is headed by 1,834 x dfxtp_1, 1,612 x nor2_1, 940 x mux2i_1. In the hold report, the worst path ends at clks.clk_dv_1M[0]$_DFF_P_.

The final critical path takes up about three quarters of the cycle. The mapped netlist covers around 82,000 sq um. The routed length per placed instance stands at approximately 52 um. For this run the top cell type by instance count after synthesis was dfxtp_1.

The pin count of the biggest net entering global routing stands at roughly 200. The detailed-routing iteration count for the pre-antenna-repair pass stands at 13. After synthesis, the share of flip-flops with an asynchronous set or reset is 0%. The final route contains slightly above 90,000 vias.

The layout cell share with drive strength beyond 1 stands at 11.4%. The setup slack of the most critical reg-to-reg path stands at roughly 1.1 ns. The biggest area contributor in the post-synthesis netlist is dfxtp_1. The most critical min-delay path falls under flop to flop. The die covers 207,000 sq um. Looking at the power breakdown, the clock network takes 49.7% of the total. TritonCTS built the clock tree.

As reported, the later end of the worst-skew pair has a clock insertion delay of 0.42 ns. Total power normalized to cell area comes to about 30 nW/um^2. In this run, CTS created clock tree buffers numbering 17. The number of hold buffers added after CTS stands at 0. The chip area in the Yosys report stands at 82,000 sq um.

The run finished, with violations left. The number of synthesized register bits stands at ~1,800. The cell sitting at the root of the clock tree is a clkbuf_16. The wire length of the first global-routing pass stands at 811,000 um. Once detailed placement completed, the half-perimeter wirelength came to roughly 440,000 um.

Per the hold report, the tightest min-delay path originates at clks.clk_dv_1M[0]$_DFF_P_. The data required time of the worst path stands at slightly below 5 ns. For reference, the most critical setup path is categorized as flop to flop. STA puts the critical path data arrival time at between 3 and 4 ns. The register share after synthesis stands at 45.1%. The endpoint identified for the worst register-to-register timing path is amp.counter[0]$_SDFF_PP1_. In this run, synthesis inferred 8 flip-flops with an integrated enable. The die width stands at ~450 um. For this run, design rule violations remaining after detail routing come to 0. The via count of the first global-routing pass is 80,136. STA classifies the critical path endpoint as a flop. The tightest hold path in the finished design has a slack of about 0.46 ns. Measured along the y axis, the die boundary spans around 450 um.

The launch point of the worst register-to-register path is recorded as amp.counter[0]$_SDFF_PP1_. The tally of unique sky130hd cells used after synthesis stands at 97. Of the total power, registers draw between 40% and 50%.

The worst setup path is launched from a flop. The DRC marker count from the first detailed-route iteration stands at 15,003. The cell count after synthesis stands at ~9,400.

According to the floorplan log, the row count is around 170. The static leakage stands at 33.7 nW. The buffer levels on the longest clock path stands at 2. The timer found around 1,700 register pins that no clock reaches; their paths are not timed.

The final reports fail on capacitance limit, slew limit. For the finished layout, the period the worst path requires is 3.41 ns. Each instance of the synthesized netlist takes up on average between 8 and 9 sq um. The number of nets still failing antenna checks after routing stands at 0. The number of cells on the worst hold path is listed as 1. The final layout reports a setup TNS of 0 ns. The number of levels the H-tree was split into stands at 4.
==> worst max-delay path by stage <==
stage,end,slack [ns],depth (start not counted)
CTS,AIN,1.01,5
global route,amp.counter[0]$_SDFF_PP1_,0.82,13
finish,amp.counter[0]$_SDFF_PP1_,1.09,13
==> placed cells by master (no fill, tap or decap), types with 76 or more instances in the layout <==
cell type / instances
a22oi_1: 298
diode_2: 146
inv_1: 92
nand3_1: 595
mux2i_1: 939
o22ai_1: 120
nor3_1: 76
a211oi_1: 212
ha_1: 76
nor4_1: 79
a21oi_1: 238
nand4_1: 115
o21ai_1: 116
a32oi_1: 172
buf_4: 708
a31o_2: 87
nand2_1: 402
nor2_1: 1598
dfxtp_1: 1826
o21ai_0: 502
==> power groups by stage <==
stage / logic, mW / clock network, mW / registers [mW]
6_report: 0.0168 / 1.36 / 1.35
5_1_grt: 0.0192 / 1.46 / 1.35
4_1_cts: 0.0175 / 1.39 / 1.35
==> layout make-up <==
class / instances / area (sq um)
fill: 19273 / 114000
multi-input combinational: 6623 / 42100
sequential: 1842 / 37000
timing repair buffer: 738 / 5660
tap: 2672 / 3340
clock buffer: 19 / 443
inverter: 98 / 375
antenna: 146 / 365
clock inverter: 12 / 118
==> metrics by stage <==
stage | cell area, sq um | cells | setup slack [ns] | total power [mW]
CTS | 89000 | 11997 | 1.01 | 2.76
finish | 89400 | 12150 | 1.09 | 2.72
floorplan | 82100 | 9412 | 1.83 | 1.39
global route | 89200 | 12048 | 0.820 | 2.83
global placement | 88400 | 11966 | 0.996 | 1.40
detailed placement | 88400 | 11966 | 1.11 | 1.40
==> sequential cells by signal (all words and copies together) (netlist names), 4 cells and up, named ones only <==
signal,flops
clk_dv_rec,32
ANODE,4
clks.clk_dv_1M,32
idx_pb,8
idx_wr,8
clk_dv_pb,32
amp.clk_dv_max,30
amp.counter,32
d_note_p.display,7
clks.clk_dv_250,32
note_prev,7
CATHODE,7
inputs.note_switches,7
buffer,1536
d_octave_c.display,7
note_switches_prev,7
d_octave_p.display,7
==> metal layers <==
| metal | vias to the layer above | global-route usage, % | wire length (um) |
|---|---|---|---|
| met2 | 10269 | 73.1 | 221000 |
| li1 | 33774 | - | - |
| met4 | 173 | 55.6 | 79200 |
| met3 | 3765 | 51.4 | 121000 |
| met1 | 43234 | 65.3 | 203000 |
| met5 | - | 30.3 | 7320 |
==> critical path, cell delays in order (launching register included) <==
cell,delay [ns]
dfxtp_1,0.35
inv_1,0.08
ha_1,0.27
nand2b_1,0.15
a21o_1,0.18
a21o_1,0.18
a21o_1,0.17
a21o_1,0.16
a2111oi_0,0.41
o211ai_1,0.20
a21oi_1,0.40
o31ai_4,0.15
buf_4,0.27
or2_2,0.30
==> cells by family after synthesis <==
| logic type | share of synthesized area (%) |
|---|---|
| compound gates | 18.2 |
| xor+xnor | 1.19 |
| fa+ha+maj | 1.22 |
| buf+inv | 4.43 |
| flops | 45.1 |
| mux | 11.9 |
| other cells | 0.00916 |
| simple gates | 17.9 |
No activity file was given, so power comes from the tool's default toggle rates.
